[design/flow/design.v]
 `timescale 1ns / 1ps
 module register_file
(
	clk,	 
	raddr0,
	rdata0,
	raddr1,
	rdata1,
	waddr,
	wdata,
	wren
);
	input	clk;
  input [4:0]	raddr0;
	input [4:0]	raddr1;
	input [4:0]	waddr;
	input	[31:0] wdata;
	input wren;
  output [31:0] rdata0;
	output [31:0]	rdata1; 
    reg	[31:0] reg_file	[31:0];
	assign rdata0 = reg_file[raddr0];
	assign rdata1 = reg_file[raddr1];
	integer i;
	initial
	begin	
	    for(i = 0; i < 32; i = i+1)
		begin
	        reg_file[i] = 0;
		end
	end
    always @(posedge clk)
	begin
		if (wren) begin
			reg_file[waddr] <= wdata;
		end
	end
 endmodule
[design/flow/run.sh]
#!/bin/bash
# OpenROAD 26Q1-2900-gdf79404cd8, Yosys 0.63+post, stock flow scripts
make -C /OpenROAD-flow-scripts/flow DESIGN_CONFIG=/design/flow/config.mk WORK_HOME=/design/flow/orfs finish
[design/flow/config.mk]
export PLATFORM = sky130hd
export DESIGN_NAME = register_file
export DESIGN_NICKNAME = register_file
export VERILOG_FILES = /design/flow/design.v
export SDC_FILE = /design/flow/constraint.sdc
export NUM_CORES = 4
export LEC_CHECK = 1
export CORE_UTILIZATION = 40
[design/flow/constraint.sdc]
current_design register_file

set clk_period 8.5
set clk_io_pct 0.2

create_clock -name clk0 -period $clk_period [get_ports {clk}]

set non_clock_inputs [all_inputs -no_clocks]
set_input_delay [expr $clk_period * $clk_io_pct] -clock clk0 $non_clock_inputs
set_output_delay [expr $clk_period * $clk_io_pct] -clock clk0 [all_outputs]
==> flow_summary.toml <==
# yosys + openroad results
[outcome]
outcome = "completed"

[synthesis]
ys_cells = 3386
synth.yosys.seq_area_share = 0.6303
synth.distinct_cells = 23
summed_instance_area_of_the_synthesized_netlist_um2 = 48790
avgSynthCellArea_um2 = 14.41
synth_flop_count = 1024
ys_chip_area_um2 = 48790
top_area_cell = "sky130_fd_sc_hd__edfxtp_1"
synth-warning-count = 1
synthTopCellsByArea = "sky130_fd_sc_hd__edfxtp_1 (63%), sky130_fd_sc_hd__mux2i_1 (21%), sky130_fd_sc_hd__a22oi_1 (3.0%)"
synthCells = 3386
yosysTopAreaCellShare = 0.6303

[clock_network]
post_cts_resize_count = 0
cts_sink_cnt = 1024
post_cts_buffers = 0
tritoncts.num_buffers = 103
cts_root_buf = "sky130_fd_sc_hd__clkbuf_16"
hold_buffers_post_cts = 0
max_clock_buf_depth = 3
ctsHtreeMaxLevel = 3
clk_transition_reported_paths_ns = 0.06
tritoncts_clock_tree = "built"

[final_layout]
fillers = 10500
synthToLayoutAreaGrowth_pct = 12.82
largest_register_ff_count = 1024
regMostFlops = "reg_file"
finalNonFillerCells = 5170
reg_top3 = "reg_file (1024)"
fraction_of_final_layout_cells_with_drive_strength_greater_than_1 = 0.08659

[worst_setup_path]
critical_path.max_fanout = 26
worst-endpoint-arrival_ns = 4.88
setup.worst_path.start = "raddr1[0]"
path_cells = "clkdlybuf4s50_1 -> nor2b_4 -> buf_4 -> a22o_1 -> nor3_1 -> a31oi_1 -> nand3_1 -> clkdlybuf4s50_1"
cp_slowest_stage_delay_ns = 0.76
cpMostUsedCell = "sky130_fd_sc_hd__clkdlybuf4s50_1"
critical_path_required_ns = 6.80
critical_path.endpoint_type = "primary output"
critPathLaunchType = "input pin"
timing_worst_setup_path_type = "in2out"
crit_path_top_delay_cell = "sky130_fd_sc_hd__nor2b_4"

[grt]
grt_usage = 0.2602
grt_antenna_before_repair = 7
globalRouteOverflowTotal = 0
first_global_vias = 31490
grt_first_pass_wirelength_um = 213800
maximum_number_of_pins_on_one_net_before_global_route_repair = 90

[final_timing]
worst_slack_ns = 1.920
period_used_share = 0.7741
finalMaxSlewViolations = 0
rsz0062_at_grt = "false"
tns_ns = 0
finalWorstPathRequiredPeriod_ns = 6.580
setup-violations-final = 0
timing_worst_slew_pin_value_ns = 0.8648
timing.max_slew.rel_slack = 0.4235
final-hold-violation-count = 0
achievable-frequency_mhz = 152.0

[routing]
route.detailed.drc = 0
1st_pass_router_iterations = 5
maxUsedRoutingLayer = "met5"
avgViaCountPerCell = 5.922
avgRoutedWirePerCell_um = 28.93
first_iter_violations = 1883
wl_met2_um = 71010
via_count = 30620
detail_route.wirelength.met1_um = 53120
detail-route-antenna-nets = 0
postRouteWirelength_um = 149600
dr_wl_met3_um = 20580

[floorplan]
io_pins = 113
rows = 127
core_footprint_um2 = 120400
die_h_um = 351.2
floorplan.die_area_um2 = 123400
die.size.x_um = 351.2
floorplan.initialDensity = 0.4051

[pwr]
leakage_nw = 20.05
vdd_drop_max_v = 0.0001481
powerDensity_nw_per_um2 = 199.8

[flow_run]
drv.max_cap_violation_count = 0
stage_log_warnings = 26

[placed_design]
placed_cells_incl_taps = 4985
dp_slack_ns = 1.972
place.gp.congestion = 0.8734
dpl.hpwl_um = 82910
number_of_buffers_added_on_ports = 112

[hold_path]
hold_path_class = "in2reg"
worst_hold_startpoint = "wdata[26]"
## final cells by class
cell class / count / area, um^2 / share of cell area
clock buffers: 132 / 2750 / 0.04996
multi-input cells: 2109 / 16780 / 0.3048
clock inverters: 52 / 390.4 / 0.007092
well taps: 1612 / 2017 / 0.03664
repair buffers: 240 / 2355 / 0.04278
diodes: 1 / 2.502 / 0.00004546
flip-flops and latches: 1024 / 30750 / 0.5586
## Yosys cell counts
cell type	number
sky130_fd_sc_hd__a21oi_1	192
sky130_fd_sc_hd__a22o_1	128
sky130_fd_sc_hd__a22oi_1	192
sky130_fd_sc_hd__a31oi_1	64
sky130_fd_sc_hd__and2_1	2
sky130_fd_sc_hd__buf_1	1
sky130_fd_sc_hd__buf_2	70
sky130_fd_sc_hd__buf_4	47
sky130_fd_sc_hd__buf_6	45
sky130_fd_sc_hd__clkbuf_1	86
sky130_fd_sc_hd__clkbuf_4	4
sky130_fd_sc_hd__edfxtp_1	1024
sky130_fd_sc_hd__mux2i_1	1024
sky130_fd_sc_hd__nand2_1	195
sky130_fd_sc_hd__nand2b_1	4
sky130_fd_sc_hd__nand3_1	194
sky130_fd_sc_hd__nand3b_1	5
sky130_fd_sc_hd__nor2_1	35
sky130_fd_sc_hd__nor2b_1	4
sky130_fd_sc_hd__nor3_1	64
sky130_fd_sc_hd__or2_2	2
sky130_fd_sc_hd__or3_1	1
sky130_fd_sc_hd__or3b_2	3
## cells by family after synthesis
group                  Yosys count  synth area share
buffers and inverters          253           0.03211
AND-OR/OR-AND                  576           0.08042
multiplexers                  1024            0.2101
flip-flops                    1024            0.6303
AND/OR/NAND/NOR                509           0.04714
## worst max-delay path: cells and delay by family
| kind | cells | cell delay, ns |
|---|---|---|
| simple gates | 3 | 1.02 |
| buf+inv | 3 | 1.69 |
| compound gates | 2 | 0.42 |
## per-stage QoR
step | power (mW) | util | instance area [um^2] | hold WS (ns)
after floorplan | 6.326 | - | 48790 | 1.799
after global placement | 6.772 | 0.4309 | 51900 | 2.538
after detailed placement | 6.774 | 0.4309 | 51900 | 2.540
after CTS | 11.05 | 0.4570 | 55040 | 1.819
after global routing | 11.31 | 0.4570 | 55040 | 1.844
final | 11.00 | 0.4570 | 55040 | 1.837
## power by group
group / internal, mW / switching, mW / total, mW
Sequential: 5.62 / 0.0236 / 5.64
Combinational: 0.392 / 0.641 / 1.03
Clock: 2.44 / 1.88 / 4.32
Total: 8.45 / 2.54 / 11.0
## path summary, 6_finish.rpt
check                to  slack (ns)  depth (start not counted)
min    reg_file[21][26]        1.84                          2
max           rdata1[9]        1.92                          8
## cell usage in the layout (no fill, tap or decap), drive strengths merged
cell type	netlist	layout
a21oi	192	192
a22o	128	128
a22oi	192	192
a31oi	64	64
and2	2	2
buf	163	130
bufinv	0	6
clkbuf	90	132
clkdlybuf4s50	0	110
clkinv	0	44
diode	0	1
edfxtp	1024	1024
inv	0	2
mux2i	1024	1024
nand2	195	195
nand2b	4	4
nand3	194	194
nand3b	5	5
nor2	35	35
nor2b	4	4
nor3	64	64
or2	2	2
or3	1	1
or3b	3	3
## routing by layer
layer,GRT usage,vias to the layer above
met5,0.01020,-
met4,0.06398,10
met3,0.1542,264
met2,0.3981,1566
met1,0.3245,15210
li1,-,13570
Power and IR drop assume default switching activity.
