--- ./config.mk ---
export PLATFORM = sky130hd
export DESIGN_NAME = alu
export DESIGN_NICKNAME = alu
export VERILOG_FILES = /design/flow/design.v
export SDC_FILE = /design/flow/constraint.sdc
export NUM_CORES = 4
export LEC_CHECK = 1
export CORE_UTILIZATION = 50
--- ./constraint.sdc ---
current_design alu

set clk_period 8.7
set clk_io_pct 0.2

create_clock -name clk0 -period $clk_period

set non_clock_inputs [all_inputs -no_clocks]
set_input_delay [expr $clk_period * $clk_io_pct] -clock clk0 $non_clock_inputs
set_output_delay [expr $clk_period * $clk_io_pct] -clock clk0 [all_outputs]
--- ./design.v ---
`timescale 1ns / 1ps
module alu
(
    control,	 
    operand0, 	 
    operand1, 	 
    result, 	 
    overflow,	 
    zero 	 
);
    input [3:0]	 control;
    input [31:0] operand0; 
    input [31:0] operand1;
    output [31:0] result;  
    output overflow;
    output zero;
    reg [31:0] result;
    reg overflow;
    reg zero;
	always @(control)
	begin
		case (control)
			4'b0000 :  
				begin
					result = operand0 & operand1;
					overflow = 0;
					zero = (result == 0) ? 1 : 0;
				end	
			4'b0001:  
				begin
					result = operand0 | operand1;
					overflow = 0;
					zero = (result == 0) ? 1 : 0;
				end	
			4'b0010:  
				begin
					result = operand0 + operand1;
					overflow = 0;
					zero = (result == 0) ? 1 : 0;
				end
			4'b0011:  
				begin
					result = operand0 ^ operand1;
					overflow = 0;
					zero = (result == 0) ? 1 : 0;
				end
			4'b0100:  
				begin
					result = ~(operand0 | operand1);
					overflow = 0;
					zero = (result == 0) ? 1 : 0;
				end
			4'b0110:  
				begin
					result = operand0 - operand1;
					overflow = 0;
					zero = (result == 0) ? 1 : 0;
				end
			4'b0111:  
				begin
					result = (operand0 < operand1) ? -1 : 0;
					overflow = 0;
					zero = (result == 0) ? 1 : 0;
				end
			4'b1000:  
				begin
					result = operand0 << operand1;
					overflow = 0;
					zero = (result == 0) ? 1 : 0;
				end
			4'b1001:  
				begin
					result = operand0 >> operand1;
					overflow = 0;
					zero = (result == 0) ? 1 : 0;
				end
			4'b1011:  
				begin
					result = operand0 + operand1;
					if ((operand0 >= 0 && operand1 >= 0 && result < 0) ||(operand0 < 0 && operand1 < 0 && result >= 0)) 
					   begin
						overflow = 1;
					   end 
					else 
					     begin
						   overflow = 0;
					     end
					zero = (result == 0) ? 1 : 0;
			       end
			4'b1100:  
				begin
					result = operand0 - operand1;
					if ((operand0 >= 0 && operand1 < 0 && result < 0)||(operand0 < 0 && operand1 >= 0 && result >= 0)) 
					   begin
						overflow = 1;
					   end 
				        else 
					    begin
						overflow = 0;
					    end
					zero = (result == 0) ? 1 : 0;
				end
			default:
				begin
					zero = 0;
					overflow = 0;
				end				
		endcase
	end
 endmodule
--- ./run.sh ---
#!/bin/bash
# OpenROAD 26Q1-2900-gdf79404cd8, Yosys 0.63+post, stock flow scripts
make -C /OpenROAD-flow-scripts/flow DESIGN_CONFIG=/design/flow/config.mk WORK_HOME=/design/flow/orfs finish
==> results.cfg <==
; implementation run metrics
[run_status]
outcome = finished clean

[pwr]
power_density_nw_per_um2 = 69.6
peakVddDrop_v = 0.0000500
p_int_uw = 347
power.leakage_uw = 0.00508
swShare = 0.606
power_switching_uw = 533

[placed_design]
hpwl_um = 44900
finalWeightedCongestion = 1.14
dp_cells = 1912
port_buffers = 101
dp_slack_ns = 0.218

[layout]
area_growth_syn_to_layout_pct = 14.1
fill_cells = 1990
instances_no_fill = 1913
layout-drive-gt1-share = 0.119
largest_register_ffs = 32

[detailed_routing]
viasPerCell = 7.32
vias = 14000
dr.pass1.iters = 6
drcViolationCount = 0
drtAntennaViolNets = 0
wl_per_cell_um = 29.5
drt_iter0_drc = 1741
routed_wl_um = 56400

[sta]
final_hold_viol_count = 0
min_period_over_period = 0.974
fin_ws_ns = 0.224
fmax_ghz = 0.118
tightestPinTransition_ns = 0.931
unclocked_regs = 32
untimed_endpoints = 64
rsz0062_at_grt = no
fin_hold_ws_ns = 5.07
tns_ns = 0
setup-violations-final = 0
maxSlewHeadroom = 0.376
finalCriticalPeriod_ns = 8.48
drv_slew = 0

[yosys]
yosys_warnings = 1
netlist_area_um2 = 11100
synth.distinct_cells = 90
synth_cells = 1562
synth-edff-count = 0
synthArstFlopShare = 0
yosys_cells = 1562
ys.flops = 32
ys_chip_area_um2 = 11100
flop_cell = dlxtn_1
avgSynthCellArea_um2 = 7.10

[floorplan]
ios = 102
fp-row-count = 54
fp_util = 0.510
coreArea_um2 = 21800
dieArea_um2 = 22800
die_h_um = 151
die_width_um = 151

[grt]
grt_pass1_vias = 13000
gr-total-overflow = 0
grt_pass1_wl_um = 82200
grt_usage = 0.509
antenna_found_initial = 3
grt_max_degree = 58

[min_path]
hold_class = input pin to primary output

[job]
warnings = 98
cap_violations = 0

[setup_path]
start_kind = input pin
worstPathMaxFanout = 7
critPathKind = input pin to primary output
required_ns = 6.96
worstPathArrival_ns = 6.74
worst_setup_path_end_kind = primary output

[clock_tree]
cts_setup_buffers = 0
## routing by layer
metal  up-vias  global-route usage  wire length, um
li1       6115                   -                -
met1      6537               0.655            20500
met2      1105               0.749            24000
met3       248               0.201             8280
met4         4               0.242             3590
met5         -             0.00909               27
## logic make-up after synthesis
group	after synthesis	synth area share
and+or+nand+nor	559	0.245
AOI/OAI and AO/OA	481	0.307
latches	32	0.0433
buffers and inverters	226	0.0806
adders and majority gates	99	0.113
muxes	122	0.177
other	1	0.000338
xor gates and xnor gates	42	0.0332
## through the flow
step,utilization,total power (uW),cell area [um2]
final,0.581,880,12700
after global routing,0.581,924,12600
after CTS,0.581,844,12600
after detailed placement,0.581,839,12600
after global placement,0.581,839,12600
after floorplan,-,537,11100
## power groups by stage
stage | registers (uW) | logic, uW | clock network, uW
4_1_cts | 25.2 | 819 | 0
5_1_grt | 26.5 | 898 | 0
## layout make-up
cell class	instances	area, um2	area share
diodes	1	2.50	0.000198
inverters	101	379	0.0300
multi-input cells	1304	9740	0.770
flip-flops and latches	32	480	0.0380
well taps	280	350	0.0277
repair buffers	195	1700	0.135
## Yosys cell counts (all sizes together), types with 9 or more instances
master   number  area share
nand2       127       0.043
o221ai       14       0.011
a221oi       30       0.024
nand2b       19       0.011
and2          9      0.0051
a2111oi      10      0.0097
nor4         43       0.026
a21oi       110       0.050
a21o         12      0.0081
ha           97        0.11
nand3        39       0.018
xnor2        32       0.025
mux4         59        0.12
a221o        10      0.0090
nor3         47       0.021
o21ai        81       0.037
o22a         17       0.013
a211oi       34       0.024
a31oi        15      0.0085
inv          99       0.034
and3         10      0.0056
or4           9      0.0061
nand4        33       0.019
dlxtn        32       0.043
xor2         10      0.0079
or3          14      0.0084
o22ai        17      0.0096
nor2b        17       0.010
o32a         13       0.012
mux2i        57       0.051
o211ai       26       0.019
nor2        174       0.059
clkbuf       93       0.031
o31ai         9      0.0061
buf          32       0.015
## cell usage in the layout (no fill, tap or decap), types with 45 or more instances in the layout
| cell type | count |
|---|---|
| clkdlybuf4s50_1 | 97 |
| mux2i_1 | 57 |
| ha_1 | 96 |
| mux4_2 | 59 |
| inv_1 | 95 |
| nor3_1 | 45 |
| nand2_1 | 127 |
| nor2_1 | 173 |
| a21oi_1 | 110 |
| o21ai_0 | 72 |
| buf_4 | 96 |
## what timing repair did
action                                  in CTS  in global routing
hold buffers                                 0                  0
resized                                      0                  3
endpoints found under the setup margin       0                  1
## critical path, cell delays in order
cell and delay [ns]:
clkdlybuf4s50_1 0.59, ha_1 0.33, inv_1 0.08, fa_1 0.48, nor2b_4 0.15, o31a_1 0.27, o21ai_2 0.16, o211ai_1 0.41
nand2b_1 0.34, mux2i_1 0.14, nor3_2 0.28, nand3_1 0.21, or4_1 0.54, or4_1 0.41, nand2_1 0.13, clkdlybuf4s50_1 0.47
## worst paths after layout
kind                  cells past startpoint    to   startpoint
worst max-delay path                     16  zero  operand0[0]
worst min-delay path                      8  zero  operand1[5]
Power figures rest on the tool's default switching activity, not on a simulated workload.
